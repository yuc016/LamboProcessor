$ cat design/flow/run.sh
#!/bin/bash
# OpenROAD 26Q1-2900-gdf79404cd8, Yosys 0.63+post, stock flow scripts
make -C /OpenROAD-flow-scripts/flow DESIGN_CONFIG=/design/flow/config.mk WORK_HOME=/design/flow/orfs finish
$ cat design/flow/config.mk
export PLATFORM = sky130hd
export DESIGN_NAME = RegFile
export DESIGN_NICKNAME = RegFile
export VERILOG_FILES = /design/flow/design.v
export SDC_FILE = /design/flow/constraint.sdc
export NUM_CORES = 4
export LEC_CHECK = 1
export CORE_UTILIZATION = 30
$ cat design/flow/constraint.sdc
current_design RegFile

set clk_period 5.5
set clk_io_pct 0.2

create_clock -name clk0 -period $clk_period [get_ports {Clk}]

set non_clock_inputs [all_inputs -no_clocks]
set_input_delay [expr $clk_period * $clk_io_pct] -clock clk0 $non_clock_inputs
set_output_delay [expr $clk_period * $clk_io_pct] -clock clk0 [all_outputs]
$ cat design/flow/design.v
module RegFile #(parameter W=8, D=4)(
    input Clk,
          Reset,
          Start,
          RegSet,
          WriteEn,
          Shift,
          GE_FlagSet,
    input [D-1:0] RaddrA,
                  RaddrB,
                  Waddr,
    input [W-1:0] DataIn,
    output IsLoadingReg,
            GE_Flag,
    output [W-1:0] DataOutA,
    output [W-1:0] DataOutB
);
logic [W-1:0] Registers[2**D];
logic IsLoading, GE_FlagReg;
logic [D-1:0] LoadingReg;
wire [D-1:0] Waddr_final;
assign IsLoadingReg = IsLoading;
assign DataOutA = Shift ? Registers[6] : Registers[RaddrA];
assign DataOutB = Shift ? Registers[7] :Registers[RaddrB];
assign GE_Flag = GE_FlagReg;
assign Waddr_final = Shift ? 'b111 : IsLoading ? LoadingReg : Waddr;
always_ff @ (posedge Clk) begin
    if(RegSet & !Reset & !Start) begin
        IsLoading <= 1'b1;
        LoadingReg <= RaddrB;
    end
    if((IsLoading | WriteEn) & !Reset & !Start) begin
        if(Waddr_final == 'b111)
            Registers[Waddr_final][6:0] <= DataIn[6:0];
        else 
            Registers[Waddr_final]<= DataIn;
    end
    if(IsLoading | Reset) begin
        IsLoading <= 1'b0;
        GE_FlagReg <= 1'b0;
    end 
    if(Reset) begin
        for(int i=0;i<2**D;i++)
            Registers[i] <= 0;
    end
    if(GE_FlagSet) 
        GE_FlagReg <= 1'b1;
    else 
        GE_FlagReg <= 1'b0;
end
endmodule
==> flow_metrics.py <==
# Flow results
metrics = {
    "logic_synthesis": {
        "yosysWarningCount": 1,
        "top_area_cell": "dfxtp_1",
        "syn_inst": 671,
        "syn_area_um2": 7320,
        "synth_top_area_share_pct": 35.6,
        "yosys_area_um2": 7320,
        "postSynthSeqShare_pct": 37.2,
        "syn_avg_cell_area_um2": 10.9,
        "numSynthFlops": 134,
        "area_leaders": "dfxtp_1 36%, mux4_2 20%, o311ai_0 11%",
        "yosys_cells": 671,
        "synth-async-reset-ratio_pct": 0,
        "yosys_most_used_dff": "dfxtp_1",
        "synth-edff-count": 4,
        "synth_cell_types": 40,
    },
    "sta": {
        "hold_viol": 0,
        "setup_viol": 0,
        "fin_crit_sh_pct": 87.4,
        "rsz0062_at_grt": "false",
        "finalCriticalPeriod_ns": 4.81,
        "slew_viol_final": 0,
        "fin_skew_ns": 0.00528,
        "timing.fmax_mhz": 208,
        "tns_ns": 0,
        "tightest_slew_ns": 0.854,
        "slew_headroom_pct": 42.9,
    },
    "routing": {
        "drt-wirelength-per-cell_um": 24.2,
        "drt_iter0_drc": 482,
        "via_per_inst": 6.46,
        "first_pass_iters": 4,
        "dr_total_vias": 6379,
        "drc": 0,
        "drtAntennaViolNets": 0,
        "diodes": 0,
        "wirelength_um": 23900,
    },
    "final_layout": {
        "mostFrequentLayoutCells": "130 x dfxtp_1, 90 x o311ai_0, 64 x mux4_2, 61 x o21ai_0, 40 x clkdlybuf4s50_1",
        "stdcell_count": 987,
        "final_layout_size_suffix_gt1_share_pct": 22.9,
        "area_delta_synth_final_pct": 17.1,
        "final_common_cell": "dfxtp_1",
        "stdcell_area_um2": 8570,
    },
    "worst_setup_path": {
        "reg2reg_slack_ns": 2.75,
        "worst-path-buf-inv": 2,
        "start_kind": "input port",
        "reg2reg_from": "IsLoading",
        "critPathCaptureType": "output pin",
        "crit_chain": "clkdlybuf4s50_1, mux4_2, mux2i_1, a211oi_1, a21o_1, clkdlybuf4s50_1",
        "path_class": "input port to output pin",
        "worstPathArrival_ns": 3.71,
        "cp_common_cell": "clkdlybuf4s50_1",
        "crit_fanout": 14,
        "required_ns": 4.40,
        "slowest_delay_ns": 1.02,
        "timing.rr.end": "Registers[8][5]",
        "rr_worst_depth": 5,
        "path_delay_family": "buffers and inverters",
        "cp_slowest_cell": "clkdlybuf4s50_1",
    },
    "hold_path": {
        "min_to": "Registers[8][2]",
        "hold_class": "register to register",
        "hp-start": "Registers[8][2]",
        "min_path_cells": 2,
    },
    "power": {
        "power_density_nw_per_um2": 285,
        "ir_worst_vdd_v": 0.000216,
        "finalPower_uw": 2440,
        "p_leak_uw": 0.00281,
    },
    "floorplanning": {
        "core_util_floorplan_pct": 30.9,
        "ios": 45,
        "die_x_um": 158,
        "num_rows": 56,
        "dieHeight_um": 158,
        "coreArea_um2": 23700,
        "die-area_um2": 25000,
    },
    "global_route": {
        "antenna_found_initial": 0,
        "grt_pass1_wl_um": 37000,
        "grt_start_max_net_pins": 79,
        "gr-usage-all-layers_pct": 20.2,
        "grt_pass1_vias": 6113,
        "grt_overflow": 0,
    },
    "run_status": {
        "outcome": "finished, final reports clean",
    },
    "clocking": {
        "cts_setup_buffers": 0,
        "holdBufCountCts": 0,
        "cts_buffers": 17,
        "htreeDepth": 4,
        "cts-resized-gates": 0,
        "clock_sinks": 134,
        "clock_latency_ns": 0.42,
        "cts_tree": "done",
        "root_buffer": "clkbuf_16",
        "cts.reportedPaths.clkPinSlew_ns": 0.06,
        "cts_buffer_depth": 2,
    },
    "place": {
        "port_buffers": 44,
        "dpl_cell_area_um2": 7940,
        "place.gp.congestion": 0.876,
        "placedCellCount": 955,
        "place_hpwl_um": 14100,
    },
    "flow_run": {
        "tool_warnings": 25,
        "max_cap_violations": 0,
    },
}
routing by layer:
layer | share of wire, % | GRT usage, %
met5 | 0 | 1.24
met4 | 3.3 | 5.77
met3 | 12 | 8.84
met2 | 45 | 30.3
met1 | 40 | 26.9
report_power, final:
part	internal [uW]	switching (uW)
logic	80.1	161
clock network	782	430
registers	982	6.08
total	1840	597
through the flow:
step / utilization, % / hold WS (ns) / setup slack (ns)
4_1_cts: 36.2 / 0.477 / 0.706
3_5_place_dp: 33.5 / 0.468 / 0.736
6_report: 36.2 / 0.473 / 0.694
3_3_place_gp: 33.5 / 0.458 / 0.715
5_1_grt: 36.2 / 0.504 / 0.629
2_1_floorplan: - / 0.446 / 1.87
Yosys cell counts (3+ instances only):
cell type and instances:
a211oi_1 16, a21o_1 18, a31o_2 20, buf_2 17
clkbuf_1 78, dfxtp_1 130, edfxtp_1 4, mux2i_1 22
mux4_2 64, nand2_1 12, nand2b_1 3, nand3_1 12
nor2b_1 4, nor4_1 20, o21ai_0 61, o21ai_1 11
o22ai_1 16, o311ai_0 90, o311ai_1 13, o41ai_1 31
or2_2 3
worst reg2reg max path: cells and delay by family, from the launching register on:
family / cells / cell delay, ns
AND-OR/OR-AND: 1 / 0.44
buffers and inverters: 1 / 0.41
flip-flops: 1 / 0.66
multiplexers: 1 / 0.35
AND/OR/NAND/NOR: 2 / 0.77
cells by family (layout without fill, tap and decap cells):
kind of cell	count (synthesis)	in the layout	synth area share [%]
AND-OR/OR-AND	284	284	29.2
buffers and inverters	101	98	5.69
flip-flops	134	134	37.2
multiplexers	86	86	22.7
AND/OR/NAND/NOR	66	66	5.21
worst max-delay path by stage:
stage / slack [ns] / endpoint / depth (start not counted) / startpoint
CTS: 0.71 / DataOutA[7] / 6 / RaddrA[3]
global route: 0.63 / DataOutA[7] / 6 / RaddrA[3]
finish: 0.69 / DataOutA[7] / 6 / RaddrA[3]
state kept, by name, summed over array words and instances (netlist names):
register	count
GE_FlagReg	1
IsLoading	1
LoadingReg	4
Registers	128
layout make-up:
| cell class | count | area, um^2 |
|---|---|---|
| clock buffer | 24 | 512 |
| fill | 2354 | 15100 |
| multi-input combinational | 436 | 4220 |
| timing repair buffer | 65 | 591 |
| clock inverter | 8 | 118 |
| sequential | 134 | 2720 |
| tap | 319 | 399 |
| inverter | 1 | 5.00 |
Power is estimated from default activity; no workload was simulated.
