--- config.mk ---
export PLATFORM = sky130hd
export DESIGN_NAME = InstFetch
export DESIGN_NICKNAME = InstFetch
export VERILOG_FILES = /design/flow/design.v
export SDC_FILE = /design/flow/constraint.sdc
export NUM_CORES = 4
export LEC_CHECK = 1
export CORE_AREA = 10 10 72 72
export DIE_AREA = 0 0 82 82
--- constraint.sdc ---
current_design InstFetch

set clk_period 6.0
set clk_io_pct 0.2

create_clock -name clk0 -period $clk_period [get_ports {Clk}]

set non_clock_inputs [all_inputs -no_clocks]
set_input_delay [expr $clk_period * $clk_io_pct] -clock clk0 $non_clock_inputs
set_output_delay [expr $clk_period * $clk_io_pct] -clock clk0 [all_outputs]
--- design.v ---
module InstFetch(
    input              Reset,			    
                        Start,			    
                        Clk,			    
                        BranchEn,
                        ConditionBranch,
                        GE_Flag,         
    input        [4:0] BranchOffset,
    output logic [9:0] ProgCtr            
);
wire [9:0] ExtendedOffset = 10'(signed'(BranchOffset));
wire BranchTaken = BranchEn & (!ConditionBranch | GE_Flag);
always_ff @(posedge Clk)	            
	if(Reset)
	    ProgCtr <= 0;				        
	else if(Start)					    
	    ProgCtr <= ProgCtr;
    else if (BranchTaken)
        ProgCtr <= ProgCtr + ExtendedOffset;
    else
	    ProgCtr <= ProgCtr+'b1; 	        
endmodule
--- run.sh ---
#!/bin/bash
# OpenROAD 26Q1-2900-gdf79404cd8, Yosys 0.63+post, stock flow scripts
make -C /OpenROAD-flow-scripts/flow DESIGN_CONFIG=/design/flow/config.mk WORK_HOME=/design/flow/orfs finish
==> run notes <==
yosys + openroad results -> vias after detailed routing=732, number of antenna violations at the first check in global routing=0, final number of setup-violating endpoints=0, Critical Path Fanout Max=9, via count of the first global-routing pass=724, Clk Tree Root Cell=clkbuf_8, post-detailed-placement half-perimeter wirelength=between 1500 and 2000 microns, total of fill cells in the finished design=around 390, number of buffers inserted by post-CTS setup repair=0, actual slew at the worst max-slew pin=543.9 ps, Min-Delay Endpoint=ProgCtr[0]$_SDFFE_PP0N_, number of DRC markers after the initial detailed-route iteration=35, standard cell core area=~3700 sq um, overall overflow remaining after global route=0, TritonCTS buffer count=3, VDD IR max=0.00009815 V, dominant register cell=dfxtp_1, post-layout period usage=between 50 and 60%, Critical R2R Launch=ProgCtr[0]$_SDFFE_PP0N_, tally of max-capacitance violations=0, Synth Instances=between 90 and 100, critical path capture point type=flip-flop, hold wc startpoint=ProgCtr[0]$_SDFFE_PP0N_, Chip Footprint=between 6000 and 7000 sq um, maximum cell stage delay along the critical path=about 550 ps, chip width=between 80 and 90 microns, die boundary height=82 microns, fp_density=21.10%, proportion of register bits with asynchronous set or reset after synthesis=0%, critical path startpoint category=input port, count of cells along the worst register-to-register path=8, cell family contributing the most delay on the critical path=buffers and inverters, Global Route met1 Usage=under 10%, result of the run=finished clean, flip-flops with a built-in enable=0, largest registers=ProgCtr (10), global-route wire length before repair=between 3000 and 4000 microns, post-synth cell types=35, fraction of layout instances using a drive strength above 1=between 10% and 20%, tool warnings=25, clock latency (worst-skew pair)=between 200 and 250 ps, WL final=around 2000 microns, total of cells resized after clock tree synthesis=0, endpoints failing hold=0, area added between synthesis and finish=37.62%, flip-flop and latch count after synthesis=10, wire length per cell after detailed routing=around 12 microns, crit path cell chain=clkdlybuf4s50_1 > nand3b_1 > ha_1 > inv_1 > fa_1 > nor2b_1 > o21ai_0 > nand2b_1 > mux2i_1 > mux2_2, total cells reported by yosys after synthesis=93, number of placed I/O pins=21, share of the yosys chip area belonging to registers=between 20% and 30%, worst slew slack as a fraction of its limit=a little under two thirds, flop2flop setup slack=around 3800 ps, Top cells excl fill/tap=clkdlybuf4s50_1, nor2_1, dfxtp_1, gr usage total=6.285%, worst-case clock skew=about 4.2 ps, antenna diode instance count=0, maximum buffer depth of the clock tree=2, worst endpoint data arrival time=between 3000 and 4000 ps, number of synthesis warnings=1, chip area in the Yosys report=between 700 and 800 sq um, met3 track utilization from global routing=approximately 2.6%, multi-input combinational cell area=~540 sq um, final estimated routing congestion in global placement=between 0.8 and 0.9, Critical path buffers and inverters=2, Detail Route Antenna Nets=0, required time at the endpoint of the critical path=between 6000 and 7000 ps, area of the mapped netlist=~780 sq um, Largest register FFs=10, cell type of the slowest stage on the worst timing path=clkdlybuf4s50_1, DRT Pass-1 Iters=4, H-tree depth reported by CTS=1, busiest layer in global routing=met2, number of buffers inserted by port buffering=20, max-slew violation total from the final report=0, Num Clock Sinks=10, power density cells=slightly below 200 nW/um^2, worst-case setup margin in the final layout=between 2000 and 3000 ps, leakage power summed over all cells=between 0.4 and 0.5 nW, Sequential Area=around 200 sq um, detailed-route vias per instance=4.547, clock input transition at the sequential cells of the worst setup and hold paths=around 50 ps, critical path depth=10, WHS Path Cells=2, hold_buf cts=0, HP Class=reg2reg, Rows=22, most frequent logic cell in the layout=clkdlybuf4s50_1, classification of the worst setup path=in2reg, global routing usage on met2=under 10%, clock tree from TritonCTS=yes, Largest Register=ProgCtr, unrepaired setup endpoints after global routing=false, final worst path period need=3497 ps, DRC viols=0, Synth Area per Inst=between 8 and 9 sq um, pin count of the biggest net entering global routing=17, FF-to-FF End=ProgCtr[4]$_SDFFE_PP0N_, max frequency=about 290 MHz, Final TNS setup=0 ps, worst setup slack before clock tree synthesis=between 2000 and 2500 ps
[kinds of logic (layout without fill, tap and decap cells)]
family | count (synthesis) | count (layout) | synth area share (%)
adder cells (fa/ha/maj) | 5 | 5 | 9.004
XOR/XNOR | 1 | 1 | 1.126
AND/OR/NAND/NOR | 46 | 46 | 33.92
flip-flops | 10 | 10 | 25.72
AND-OR/OR-AND | 13 | 13 | 12.70
buffers and inverters | 9 | 29 | 5.306
multiplexers | 9 | 9 | 12.22
[metal layers]
layer / wire length, microns / vias up / share of wire (%)
met3: 164 / 2 / 8.2
li1: - / 372 / -
met1: 961 / 339 / 48
met4: 21 / 0 / 1.1
met5: 0 / - / 0
met2: 843 / 19 / 42
[per-stage QoR]
| step | util, % | std cells | hold WS [ps] | total power [mW] | cell area (sq um) |
|---|---|---|---|---|---|
| 3_5_place_dp | 27.54 | 157 | 522.3 | 0.1266 | 1016 |
| 2_1_floorplan | - | 93 | 467.5 | 0.1052 | 778.2 |
| 4_1_cts | 29.04 | 161 | 534.9 | 0.2151 | 1071 |
| 3_3_place_gp | 27.54 | 157 | 520.9 | 0.1258 | 1016 |
| 5_1_grt | 29.04 | 161 | 575.9 | 0.2252 | 1071 |
| 6_report | 29.04 | 161 | 532.7 | 0.2126 | 1071 |
[how the worst max path moves through the flow]
stage,startpoint,slack (ps),end
6_report,BranchEn,2500,ProgCtr[4]$_SDFFE_PP0N_
5_1_grt,BranchEn,2350,ProgCtr[6]$_SDFFE_PP0N_
4_1_cts,BranchEn,2510,ProgCtr[4]$_SDFFE_PP0N_
[layout make-up]
cell class	count	share of cell area, %
Clock buffer	4	5.140
Inverter	5	1.752
Multi-Input combinational cell	74	50.12
Sequential cell	10	18.69
Tap cell	48	5.607
Timing Repair Buffer	20	18.69
[cells in the mapped netlist (2+ instances only)]
| cell | n | area share, % |
|---|---|---|
| mux2_2 | 4 | 5.8 |
| clkbuf_1 | 3 | 1.4 |
| and3_1 | 2 | 1.6 |
| inv_1 | 5 | 2.4 |
| nor3_1 | 2 | 1.3 |
| o21ai_0 | 2 | 1.3 |
| mux2i_1 | 5 | 6.4 |
| nand3_1 | 2 | 1.3 |
| a21oi_1 | 3 | 1.9 |
| nand4b_1 | 3 | 3.4 |
| nor4_1 | 2 | 1.6 |
| ha_1 | 4 | 6.4 |
| or2_2 | 2 | 1.6 |
| nand4_1 | 3 | 2.4 |
| dfxtp_1 | 10 | 26 |
| nor2_1 | 17 | 8.2 |
| nor2b_1 | 5 | 4.0 |
| nand3b_1 | 2 | 1.9 |
[report_power, final]
group / internal (mW) / switching [mW] / total (mW) / leakage (nW)
sequential: 0.0713 / 0.00544 / 0.0767 / 0.0817
clock: 0.0579 / 0.0292 / 0.0871 / 0.0288
combinational: 0.0285 / 0.0202 / 0.0488 / 0.299
total: 0.158 / 0.0549 / 0.213 / 0.410
[worst register-to-register path: cells and delay by family, from the launching register on]
kind | cells | cell delay [ps]
buffers and inverters | 1 | 70
muxes | 2 | 600
DFF | 1 | 350
and+or+nand+nor | 2 | 360
adders and majority gates | 2 | 590
AOI/OAI and AO/OA | 1 | 110
No activity file was given, so power comes from the tool's default toggle rates.
