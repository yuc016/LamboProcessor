==> design/flow/config.mk <==
export PLATFORM = sky130hd
export DESIGN_NAME = DataMem
export DESIGN_NICKNAME = DataMem
export VERILOG_FILES = /design/flow/design.v
export SDC_FILE = /design/flow/constraint.sdc
export NUM_CORES = 4
export LEC_CHECK = 1
export CORE_UTILIZATION = 30
==> design/flow/constraint.sdc <==
current_design DataMem

set clk_period 14.2
set clk_io_pct 0.2

create_clock -name clk0 -period $clk_period [get_ports {Clk}]

set non_clock_inputs [all_inputs -no_clocks]
set_input_delay [expr $clk_period * $clk_io_pct] -clock clk0 $non_clock_inputs
set_output_delay [expr $clk_period * $clk_io_pct] -clock clk0 [all_outputs]
==> design/flow/design.v <==
module DataMem(
  input Clk, Reset, WriteEn,
  input [7:0] DataAddress, DataIn,
  output logic [7:0] DataOut
);
logic [7:0] Core[256];  
assign DataOut = Core[DataAddress];    
always_ff @ (posedge Clk)
    if(Reset) begin
        for(int i=0;i<256;i++)
            Core[i] <= 0;
    end 
    else if(WriteEn) begin
        Core[DataAddress] <= DataIn;
    end
endmodule
==> design/flow/run.sh <==
#!/bin/bash
# OpenROAD 26Q1-2900-gdf79404cd8, Yosys 0.63+post, stock flow scripts
make -C /OpenROAD-flow-scripts/flow DESIGN_CONFIG=/design/flow/config.mk WORK_HOME=/design/flow/orfs finish
==> deck_impl_summary.md <==
Synthesis and Place & Route Summary

Routing
  • Final Routed Wirelength: around 260000 microns
  • Iteration tally of the first detailed-router pass: 7
  • Vias: 54565
  • DRC Markers: 0
  • Routed len/inst: between 20 and 30 microns
  • Initial DRC Count: approximately 4000
  • DR vias/cell: around 5.4
  • Antenna Violating Nets Remaining: 0

Floorplanning
  • I/O pin count: 27
  • Chip area: 317700 sq um
  • Cell Rows: ~210
  • FP Core Util: between 30 and 40%
  • Die Ht: approximately 560 microns
  • Core area: between 300000 and 400000 sq um
  • Die Width: between 500 and 600 microns

Clock network
  • Post-CTS sizing: 0
  • CTS tree: built
  • Clk sinks: ~2000
  • Post-CTS setup buffer count: 0
  • Number of hold buffers added after cts: 0
  • Num CTS Buffers: ~210
  • Bufs on Longest Clock Path: 3
  • Clock slew at reported path FFs: 0.06 ns
  • H-tree levels: 4
  • Root Driver: clkbuf_16

Setup path
  • Crit start category: primary input
  • Crit path DRT: between 10 and 15 ns
  • Largest delay share family, worst path: buffers and inverters
  • WP buf/inv: 6
  • Highest cell delay on the worst timing path: roughly 1.4 ns
  • CP Capture Type: output port
  • Critical path's slowest cell: o41ai_1
  • CP max FO: 57
  • Most frequent CP cell: buf_4
  • Worst EP arrival: 8.35 ns
  • Crit-path cells: buf_8 -> buf_12 -> buf_4 -> buf_4 -> mux4_2 -> a22oi_1 -> a21oi_1 -> o41ai_1 -> buf_4 -> nand4_1 -> clkdlybuf4s50_1
  • Type of the worst setup path: primary input to output port

Layout
  • Layout Utilization: between 30% and 40%
  • Reg with most FFs: Core
  • P&R area growth vs syn: 10.63%
  • Max reg flops: approximately 2000
  • Layout fillers: a little under 30000
  • Top flop regs: Core x2048
  • Share of cells above drive strength 1: 17.56%

Place
  • IO Port Bufs: 26
  • RD Place Congestion: around 0.86
  • Hpwl dp: approximately 140000 microns

Global routing
  • Number of global-route vias before repair: between 50000 and 60000
  • Gr ovfl total: 0
  • First-pass GRT wire length: roughly 380000 microns
  • Largest net degree at the start of global routing: about 130
  • Global-route usage over all layers: approximately 17%
  • Initial antenna violation count: 7

Synthesis
  • Post-synth EDFFs: between 2000 and 2500
  • Ys flops: 2048
  • Synth unique cells: 28
  • Warnings from Yosys: 1
  • Synth Flop Type: edfxtp_1
  • Top cells by area, synth: edfxtp_1, and3_1, mux4_2
  • Yosys Instances: roughly 6300
  • Area of the mapped netlist: 94640 sq um
  • Area share of the largest cell type after synthesis: around two thirds
  • Commonest cells in the netlist: edfxtp_1, and3_1, clkbuf_1
  • Cell count after synthesis: approximately 6300
  • Cell type with the largest total area: edfxtp_1
  • Synthesized area per cell: roughly 15 sq um
  • Synth Seq Share: between 60% and 70%
  • Cell with the most instances after synthesis: edfxtp_1
  • Post-synth area from yosys stat: around 95000 sq um
  • Async SR Flop Fraction: 0%

Run status
  • Failing checks: capacitance limit, slew limit
  • Status: complete, but fails checks

STA
  • Max Slew Vio Count: 2
  • RSZ-0062 raised after global routing: false
  • Period utilization: 78.79%
  • Worst Max-Slew Pin Slew: 1.572 ns
  • Tmin final: between 10 and 15 ns
  • Total negative slack: 0 ns
  • Count of final setup violators: 0
  • Achievable frequency: 0.08938 GHz
  • Relative slew slack: -6.198%
  • Final Hold Vio Count: 0

Run
  • Max cap viols: 1
  • Stage-log warning count: 32

Hold path
  • Hold crit path type: primary input to flop

Power and ir drop
  • Power Density: between 100 and 150 nW/um^2
  • Pleak: approximately 41 nW
  • IR drop worst, VDD: approximately 0.13 mV
cell type report:
type / count / area, sq um / share of cell area, %
clock inverter: 114 / 812.0 / 0.7756
clock buffer: 263 / 5433 / 5.189
multi-input combinational: 3327 / 29930 / 28.58
sequential: 2048 / 61500 / 58.74
antenna: 1 / 2.502 / 0.002390
tap: 4140 / 5180 / 4.947
timing repair buffer: 217 / 1849 / 1.766
path summary, 6_finish.rpt:
check / from / end / slack, ns / cells after the start
max: DataAddress[0] / DataOut[6] / 3.01 / 11
min: DataIn[0] / Core[25][0] / 2.64 / 2
through the flow:
stage	hold slack, ns	instance area (sq um)	setup slack (ns)	std cells	power [mW]
floorplan	3.256	94640	6.706	6266	7.728
global placement	3.485	98430	2.725	9731	8.095
detailed placement	3.501	98450	2.971	9731	8.113
CTS	2.589	104700	2.962	10108	13.20
global route	2.637	104700	2.904	10110	13.49
finish	2.638	104700	3.012	10110	13.11
layout by cell type, fill, tap and decap left out, types with 3 or more instances in the layout:
cell type,netlist,routed
nor3_4,0,12
inv_6,0,6
nor2b_1,8,6
nor2_1,21,6
clkdlybuf4s50_1,0,15
and3_1,1882,1882
o41ai_2,0,5
and2_1,171,170
clkinvlp_4,0,3
a21o_1,233,233
edfxtp_1,2048,2048
o41ai_1,32,27
clkinv_2,0,35
a22oi_1,256,256
mux4_2,512,512
clkbuf_16,0,209
buf_4,11,181
a21oi_1,128,128
or2_2,24,24
nor2_4,0,17
clkbuf_8,0,8
clkinv_1,0,56
buf_12,0,9
clkinv_8,0,5
bufinv_16,0,8
clkbuf_1,782,54
nor3_1,11,10
buf_8,0,3
nand4_1,9,9
nand2_1,9,8
nand2b_1,9,7
where the power goes:
part           switching (mW)  internal, mW  leakage, nW
sequential             0.0755          6.94         19.4
clock                    2.29          2.84         3.05
combinational           0.628         0.340         18.8
total                    2.99          10.1         41.3
cell families (layout without fill, tap and decap cells):
kind of cell	after synthesis	after routing	share of synthesized area, %
buffers and inverters	891	594	3.687
AND-OR/OR-AND	651	651	4.868
flip-flops	2048	2048	64.98
other	0	1	0
AND/OR/NAND/NOR	2164	2164	14.28
multiplexers	512	512	12.18
layer usage:
layer  track usage [%]  up-vias  part of all wire, %
li1                  -    23827                    -
met1             20.69    27390                   35
met2             26.68     2959                   48
met3             10.33      389                   14
met4             4.452        0                  3.1
met5            0.1935        -                    0
No activity file was given, so power comes from the tool's default toggle rates.
